File: design/flow/config.mk
export PLATFORM = sky130hd
export DESIGN_NAME = tm1638_bus
export DESIGN_NICKNAME = tm1638_bus
export VERILOG_FILES = /design/flow/design.v
export SDC_FILE = /design/flow/constraint.sdc
export NUM_CORES = 4
export LEC_CHECK = 1
export CORE_UTILIZATION = 40
File: design/flow/constraint.sdc
current_design tm1638_bus

set clk_period 3.2
set clk_io_pct 0.2

create_clock -name clk0 -period $clk_period [get_ports {clk}]

set non_clock_inputs [all_inputs -no_clocks]
set_input_delay [expr $clk_period * $clk_io_pct] -clock clk0 $non_clock_inputs
set_output_delay [expr $clk_period * $clk_io_pct] -clock clk0 [all_outputs]
File: design/flow/design.v
module spi(
clk,
reset_n,
din,
din_ready,
din_rw,
dout,
dout_ready,
ack,
spi_clk,
spi_cs_n,
spi_do,
spi_dir,
spi_di,
last_byte
);
parameter clk_freq = 1000000;  
localparam clk_freq_l = (clk_freq > 1000000) ? clk_freq : 1000001;
localparam clk_div = (clk_freq_l % 1000000 > 0) ? (clk_freq_l / 1000000)+1:(clk_freq_l / 1000000);
localparam clk_div_bits = $clog2(clk_div);   
input wire clk;
input wire reset_n;
input wire [7:0] din;
input wire din_ready;
input wire din_rw;
output wire [7:0] dout;
output reg dout_ready;
output wire ack;
output reg spi_clk;
output reg spi_cs_n;
output wire spi_do;
output reg spi_dir;
input wire spi_di;
input wire last_byte;
reg [clk_div_bits :0] divider ;
reg [7:0] shift;
reg [7:0] in_buf;
reg rw; 
reg busy; 
reg [3:0] bit_cnt;
reg last_byte_r;
assign ack = (din_ready & !busy & !last_byte_r) ; 
assign spi_do = (spi_dir) ? shift[bit_cnt[2:0]] : 1'b0;
assign dout = shift;
always @(posedge clk) begin
	if (!reset_n) begin
	  divider <= 0;
		spi_clk <= 1'b1;
		busy <= 1'b0;
		bit_cnt <= 0;
		spi_cs_n <= 1'b1;
		spi_dir <= 1'b1;
		dout_ready <= 1'b0;
	end else begin
	  if (dout_ready !=1'b0) dout_ready <= 1'b0;   
	  if (divider != 0) begin 
		  divider <= divider - 1'b1;
		end else begin
		  divider <= clk_div - 1'b1; 
			if (busy) begin
			  spi_dir <= !rw;
				if (spi_cs_n) begin
				  spi_cs_n <= 1'b0;
				end else
				begin
					if (spi_clk) begin
						if ((bit_cnt[3:0]==4'b1111)&&(!rw)) shift<=in_buf; 
						if ((bit_cnt[3:0] < 4'b0111) || (bit_cnt[3:0] == 4'b1111)) begin
						spi_clk <= 1'b0;
						end
						if (!rw) begin 
						end
						bit_cnt <= bit_cnt + 1'b1;
					end else begin   
						spi_clk <= 1'b1;
						if ((bit_cnt[3:0]<=4'b0111) && (rw)) shift[bit_cnt[2:0]] <= spi_di;
						if (bit_cnt == 4'b0111) begin
							busy <= 1'b0;
							if (rw) dout_ready <= 1'b1; 
						end
					end 
				end
			end else begin   
				  spi_cs_n <= 1'b1;
					spi_dir <= 1'b1;
					last_byte_r<= 1'b0;
			end
		end
		if (ack) begin
		  busy 	<= 1'b1;
			rw 		<= din_rw;
			last_byte_r <= last_byte;
			if (!din_rw) begin   
			  in_buf <= din; 
			  bit_cnt <= 4'b1111;
			end else begin   
			  if (rw) bit_cnt <= 4'b1111; else bit_cnt <= 4'b1100;   
			end
		end
	end
end
endmodule
module tm1638 (
clk,
reset_n,
spi_di,
spi_clk,
spi_cs_n,
spi_dir,
spi_do,
buttons,
dig_1,
dig_2,
dig_3,
dig_4,
dig_5,
dig_6,
dig_7,
dig_8,
leds,
disp_on,
bright
);
parameter clk_freq = 1000000;  
input wire 	clk;
input wire 	reset_n;
input wire	spi_di;
output wire spi_clk;
output wire spi_cs_n;
output wire spi_dir;
output wire spi_do;
output reg [7:0] buttons;
input wire [7:0] dig_1;
input wire [7:0] dig_2;
input wire [7:0] dig_3;
input wire [7:0] dig_4;
input wire [7:0] dig_5;
input wire [7:0] dig_6;
input wire [7:0] dig_7;
input wire [7:0] dig_8;
input wire [7:0] leds;
input wire	 		 disp_on;
input wire [2:0] bright;
localparam INIT=0;
localparam MODE=1;
localparam LEDS_OUT=2;
localparam BUTTONS_IN=3;
reg [7:0] din;
reg din_ready;
reg din_rw;
wire [7:0] dout;
wire dout_ready;
wire ack;
reg	last_byte;
reg [2:0]cnt;
reg [1:0]cnt1;
reg [3:0]w_cnt;
reg cs_n_1;
always @(posedge clk)  begin
  if (!reset_n) begin
	  cnt <= INIT;
	  cnt1[1:0] <= 2'b0;
		w_cnt[3:0] <= 4'b0;
		din_ready <= 1'b0;
		din_rw <= 1'b0;
		last_byte <= 1'b0;
	end else begin
	  cs_n_1 <= spi_cs_n;
	  if (cnt==INIT) begin
			din_rw <= 1'b0;
			din<={4'h8,disp_on,bright[2:0]};
			din_ready <= 1'b1;
			last_byte <= 1'b1;
			if (ack) begin
				cnt <= MODE;
			end
		end else
		if (cnt==MODE) begin
			din_rw <= 1'b0;
			din<=8'h40;
			din_ready <= 1'b1;
			last_byte <= 1'b1;
			if (ack) begin
				cnt <= LEDS_OUT;
				cnt1 <= 0;
			end	
		end else
		if (cnt==LEDS_OUT) begin
		  if (cnt1==0) begin
			  din<=8'hC0;
				din_rw <= 1'b0;
				din_ready <= 1'b1;
				last_byte <= 1'b0;
				if (ack) begin
					cnt1 <= 1;
					w_cnt <= 0;
				end
			end else
			if (cnt1==1) begin
				if (w_cnt ==0) begin
					din<=dig_1;
					din_ready <= 1'b1;
					if (ack) begin
						din_ready <= 1'b0;
						w_cnt <= 1;
					end
				end else if (w_cnt ==1) begin
					din<={7'b0,leds[7]};
					din_ready <= 1'b1;
					if (ack) begin
						din_ready <= 1'b0;
						w_cnt <= 2;
					end
				end else if (w_cnt ==2) begin
					din<=dig_2;
					din_ready <= 1'b1;
					if (ack) begin
						din_ready <= 1'b0;
						w_cnt <= 3;
					end
				end else if (w_cnt ==3) begin
					din<={7'b0,leds[6]};
					din_ready <= 1'b1;
					if (ack) begin
						din_ready <= 1'b0;
						w_cnt <= 4;
					end
				end else if (w_cnt ==4) begin
					din<=dig_3;
					din_ready <= 1'b1;
					if (ack) begin
						din_ready <= 1'b0;
						w_cnt <= 5;
					end
				end else if (w_cnt ==5) begin
					din<={7'b0,leds[5]};
					din_ready <= 1'b1;
					if (ack) begin
						din_ready <= 1'b0;
						w_cnt <= 6;
					end
				end else if (w_cnt ==6) begin
					din<=dig_4;
					din_ready <= 1'b1;
					if (ack) begin
						din_ready <= 1'b0;
						w_cnt <= 7;
					end
				end else if (w_cnt ==7) begin
					din<={7'b0,leds[4]};
					din_ready <= 1'b1;
					if (ack) begin
						din_ready <= 1'b0;
						w_cnt <= 8;
					end
				end else if (w_cnt ==8) begin
					din<=dig_5;
					din_ready <= 1'b1;
					if (ack) begin
						din_ready <= 1'b0;
						w_cnt <= 9;
					end
				end else if (w_cnt ==9) begin
					din<={7'b0,leds[3]};
					din_ready <= 1'b1;
					if (ack) begin
						din_ready <= 1'b0;
						w_cnt <= 10;
					end
				end else if (w_cnt ==10) begin
					din<=dig_6;
					din_ready <= 1'b1;
					if (ack) begin
						din_ready <= 1'b0;
						w_cnt <= 11;
					end
				end else if (w_cnt ==11) begin
					din<={7'b0,leds[2]};
					din_ready <= 1'b1;
					if (ack) begin
						din_ready <= 1'b0;
						w_cnt <= 12;
					end
				end else if (w_cnt ==12) begin
					din<=dig_7;
					din_ready <= 1'b1;
					if (ack) begin
						din_ready <= 1'b0;
						w_cnt <= 13;
					end
				end else if (w_cnt ==13) begin
					din<={7'b0,leds[1]};
					din_ready <= 1'b1;
					if (ack) begin
						din_ready <= 1'b0;
						w_cnt <= 14;
					end
				end else if (w_cnt ==14) begin
					din<=dig_8;
					din_ready <= 1'b1;
					if (ack) begin
						din_ready <= 1'b0;
						w_cnt <= 15;
					end
				end else if (w_cnt ==15) begin
					din<={7'b0,leds[0]};
					din_ready <= 1'b1;
					last_byte <= 1'b1;
					if (ack) begin
						cnt <= BUTTONS_IN;
						cnt1 <= 0;
						w_cnt <= 0;
					end
				end  		
		  end 	
		end 
		if (cnt==BUTTONS_IN) begin
		  if (cnt1==0) begin
			  din<=8'h42;   
				din_ready <= 1'b1;
				last_byte <= 1'b0;
				if (ack) begin
					cnt1 <= 1;
				end
			end else   
		  if (cnt1==1) begin
			  if (w_cnt ==0) begin
					din_rw <= 1'b1;
					if (ack) begin
						din_ready <= 1'b0;
						w_cnt <= 1;
					end
				end else if (w_cnt ==1) begin
					if (dout_ready) {buttons[7],buttons[3]} <= {dout[0],dout[4]};
					din_ready <= 1'b1;
					if (ack) begin
						din_ready <= 1'b0;
						w_cnt <= 2;
					end
				end else if (w_cnt ==2) begin
					if (dout_ready) {buttons[6],buttons[2]} <= {dout[0],dout[4]};
					din_ready <= 1'b1;
					if (ack) begin
						din_ready <= 1'b0;
						w_cnt <= 3;
					end
				end else if (w_cnt ==3) begin
					if (dout_ready) {buttons[5],buttons[1]} <= {dout[0],dout[4]};
					din_ready <= 1'b1;
					last_byte <= 1'b1;
					if (ack) begin
						din_ready <= 1'b0;
						cnt1 <= 2;
					end
				end
			end else
			if (cnt1==2) begin
			  if (dout_ready) begin
				  {buttons[4],buttons[0]} <= {dout[0],dout[4]};
					cnt1 <= 0;
					cnt <= INIT;
				end
			end 	
		end		
  end
end
spi #(.clk_freq( clk_freq))spi_1(
.clk(clk),
.reset_n(reset_n),
.din(din),
.din_ready(din_ready),
.din_rw(din_rw),
.dout(dout),
.dout_ready(dout_ready),
.ack(ack),
.spi_clk(spi_clk),
.spi_cs_n(spi_cs_n),
.spi_do(spi_do),
.spi_dir(spi_dir),
.spi_di(spi_di),
.last_byte(last_byte)
);
endmodule
module tm1638_bus (
clk,
reset_n,
din,
dout,
wr,
rd,
addr,
spi_di,
spi_clk,
spi_cs_n,
spi_dir,
spi_do,
cs_tm1638
);
parameter cfg_addr = 12'hff0;
parameter clk_freq = 50000000;  
input wire 	clk;
input wire 	reset_n;
input wire	spi_di;
output wire spi_clk;
output wire spi_cs_n;
output wire spi_dir;
output wire spi_do;
output reg cs_tm1638;
input wire  [7:0] din;
output reg [7:0] dout;
input wire   			wr;
input wire   			rd;
input wire [15:0] addr;
reg [7:0] dig_1; 
reg [7:0] dig_2; 
reg [7:0] dig_3; 
reg [7:0] dig_4; 
reg [7:0] dig_5; 
reg [7:0] dig_6; 
reg [7:0] dig_7; 
reg [7:0] dig_8; 
reg [7:0] leds; 
reg 			disp_on;
reg [2:0] bright;
wire [7:0] buttons;
always @(addr or rd or wr) begin
  if (addr[15:4] == cfg_addr) begin
	  cs_tm1638 = rd;
	  case (addr[3:0]) 
			4'b 0000: dout = dig_1;
			4'b 0001: dout = dig_2;
			4'b 0010: dout = dig_3;
			4'b 0011: dout = dig_4;
			4'b 0100: dout = dig_5;
			4'b 0101: dout = dig_6;
			4'b 0110: dout = dig_7;
			4'b 0111: dout = dig_8;
			4'b 1000: dout = leds;
			4'b 1111: dout ={4'b0,disp_on,bright};
			default: dout = buttons; 
		endcase
	end else begin
	  cs_tm1638 = 1'b0;
	end
end
always @(posedge clk) begin
  if (!reset_n) begin
	  dig_1<=8'h00;
	  dig_2<=8'h00;
	  dig_3<=8'h00;
	  dig_4<=8'h00;
	  dig_5<=8'h00;
	  dig_6<=8'h00;
	  dig_7<=8'h00;
	  dig_8<=8'h00;
		leds <=8'h00;
	  disp_on <= 1'b1;
		bright<=7;
	end else begin
    if (addr[15:4] == cfg_addr) begin
      if (wr) begin
			  case (addr[3:0]) 
					4'b 0000: dig_1 <= din;
					4'b 0001: dig_2 <= din;
					4'b 0010: dig_3 <= din;
					4'b 0011: dig_4 <= din;
					4'b 0100: dig_5 <= din;
					4'b 0101: dig_6 <= din;
					4'b 0110: dig_7 <= din;
					4'b 0111: dig_8 <= din;
					4'b 1000: leds <= din;
					4'b 1111: {disp_on,bright} <= din[3:0];
				endcase
			end
    end
  end
end
tm1638 #(.clk_freq( clk_freq)) tm1638_inst(
.clk(clk),
.reset_n(reset_n),
.spi_di(spi_di),
.spi_clk(spi_clk),
.spi_cs_n(spi_cs_n),
.spi_dir(spi_dir),
.spi_do(spi_do),
.buttons(buttons),
.dig_1(dig_1),
.dig_2(dig_2),
.dig_3(dig_3),
.dig_4(dig_4),
.dig_5(dig_5),
.dig_6(dig_6),
.dig_7(dig_7),
.dig_8(dig_8),
.leds(leds),
.disp_on(disp_on),
.bright(bright)
);
endmodule
File: design/flow/run.sh
#!/bin/bash
# OpenROAD 26Q1-2900-gdf79404cd8, Yosys 0.63+post, stock flow scripts
make -C /OpenROAD-flow-scripts/flow DESIGN_CONFIG=/design/flow/config.mk WORK_HOME=/design/flow/orfs finish
==> results_dict.tcl <==
# collected from the flow reports
set metrics [dict create \
    status "finished, final reports clean" \
    synth_flop_count 160 \
    die_x_um 147.6 \
    tritoncts "done" \
    holdWs_ns 0.4682 \
    mux_share_pct 13.45 \
    maxSlewViolCount 0 \
    crit_fanout 2 \
    largest_reg_flops 16 \
    ys_sh_aoi_pct 17.42 \
    cts_hold_buf 0 \
    hold_path_class "reg -> reg" \
    dieArea_sq_um 21790 \
    ys.warnings.count 3 \
    initCoreUtil_pct 41.39 \
    syn_avg_cell_area_sq_um 9.141 \
    rsz0062_at_grt "false" \
    ys_chip_area_sq_um 8483 \
    xor_share_pct 1.032 \
    n_antenna_cell 0 \
    grt_pass1_vias 6710 \
    clk_pin_slew_ns 0.07 \
    cts_max_path_buffers 2 \
    ys_sh_adder_pct 0.8850 \
    root_buffer "clkbuf_16" \
    route.detailed.drc 0 \
    relSlewSlack_pct 42.84 \
    max_stage_delay_ns 0.56 \
    die_h_um 147.6 \
    ir_drop_v 0.0003411 \
    gp_congestion 0.9618 \
    tool_warnings 29 \
    r2r-end "tm1638_inst.din_ready" \
    flop_cell "dfxtp_1" \
    setup_viol 0 \
    top_logic_kind "simple AND/OR/NAND/NOR gates" \
    ios 42 \
    final.setup.tns_ns 0 \
    grt_pass1_wl_mm 40.29 \
    avgRoutedWirePerCell_um 20.72 \
    grt_usage_pct 24.94 \
    clock_latency_ns 0.43 \
    max-cap-violations 0 \
    ys_sh_simple_pct 19.87 \
    wl_mm 25.47 \
    crit_path_start_kind "primary input" \
    synth-edff-count 34 \
    hold_end "tm1638_inst.spi_1.divider[0]" \
    hold_depth 1 \
    period_minus_slack_ns 3.007 \
    hpwl_mm 18.61 \
    syn_to_final_growth_pct 13.38 \
    io_buffer_count 41 \
    critical_path_required_ns 2.56 \
    crit_arrival_ns 2.37 \
    synthesis.area_sq_um 8483 \
    synthCells 928 \
    worst_slew_pin_slew_ns 0.8563 \
    core_sq_um 20490 \
    cp_cell_sequence "clkdlybuf4s50_1 > or4b_4 > nor2_1 > and3_1 > clkdlybuf4s50_1" \
    cp_slowest_cell "or4b_4" \
    worstHoldStart "tm1638_inst.spi_1.divider[0]" \
    crit_path_frequent_cell "clkdlybuf4s50_1" \
    via_count 7220 \
    layout-drive-gt1-share_pct 10.53 \
    p_leak_nw 3.710 \
    endpoint_kind "primary output" \
    htree_levels 4 \
    ys_cells 928 \
    post_cts_buffers 0 \
    synthDistinctLibCells 82 \
    antenna_found_initial 0 \
    period_used_pct 93.97 \
    grt_max_degree 73 \
    finClkSkew_ns 0.01347 \
    postRouteAntennaNets 0 \
    r2r_setup_slack_ns 0.76 \
    first_iter_violations 748 \
    num_rows 52 \
    vias_per_cell 5.875 \
    first_pass_iters 5 \
    powerDensity_nw_per_um2 473.8 \
    regMostFlops "tm1638_inst.w_cnt" \
    ys_async_sr_fraction_pct 0 \
    cts_resized 0 \
    untimed_endpoints 16 \
    ff2ff_path_depth 5 \
    tritoncts.num_buffers 17 \
    hold_viol 0 \
    timing.rr.start "tm1638_inst.w_cnt[3]" \
    worstSetupPathType "in -> out" \
    fmax_mhz 332.5 \
    unclocked_pins 8 \
    overflow 0 \
]
## per-layer routing
layer  GRT usage, %  vias up  part of all wire (%)
li1               -     3446                     -
met1          40.39     3467                    47
met2          36.01      275                    44
met3          5.197       32                   7.4
met4          3.814        0                   1.6
met5              0        -                     0
## cells by family (layout without fill, tap and decap cells)
| family | count (synthesis) | count (layout) |
|---|---|---|
| muxes | 103 | 103 |
| adders and majority gates | 6 | 6 |
| buffers and inverters | 103 | 134 |
| and+or+nand+nor | 329 | 329 |
| DFF | 152 | 152 |
| AOI/OAI and AO/OA | 217 | 217 |
| xor gates and xnor gates | 10 | 10 |
| latches | 8 | 8 |
## cells in the final DEF, fill, tap and decap left out, types with 8 or more instances in the layout
master           synthesis  routed
dfxtp_1                118     118
nor2_1                 117     117
mux2i_1                 87      87
nand2_1                 68      68
a21oi_1                 43      43
o21ai_0                 43      43
clkdlybuf4s50_1          0      41
buf_4                    5      35
edfxtp_1                34      34
inv_1                   26      25
nand3_1                 24      24
nor2b_1                 22      22
a22oi_1                 20      20
a22o_1                  18      18
clkbuf_16                0      17
nor3_1                  15      15
and3_1                  12      12
a31oi_1                 11      11
o211ai_1                10      10
nand4_1                  9       9
a211oi_1                 9       9
mux2_2                   8       8
mux4_2                   8       8
dlxtn_1                  8       8
## power by group
| group | internal, mW | switching [mW] | total, mW |
|---|---|---|---|
| Clock | 1.00 | 0.847 | 1.85 |
| Combinational | 0.259 | 0.318 | 0.577 |
| Sequential | 2.04 | 0.0884 | 2.13 |
| Total | 3.30 | 1.25 | 4.56 |
## stage by stage
step / instances / setup WS (ns) / utilization [%] / area, sq um / power [mW]
CTS: 1229 / 0.1749 / 46.93 / 9618 / 4.584
floorplan: 928 / 0.8336 / - / 8483 / 2.548
global placement: 1197 / 0.1749 / 44.30 / 9079 / 2.739
detailed placement: 1197 / 0.1764 / 44.30 / 9079 / 2.743
global route: 1229 / 0.1226 / 46.93 / 9618 / 4.743
finish: 1229 / 0.1929 / 46.93 / 9618 / 4.557
## cell usage after synthesis (all sizes together), types with 11 or more instances
cell,count,area (sq um)
nand2,68,255.2
nand3,26,140.1
edfxtp,34,1021
nor2,117,439.2
inv,26,97.59
o21ai,43,215.2
nor3,15,75.07
a22oi,20,150.1
a22o,18,157.7
dfxtp,118,2362
clkbuf,48,180.2
a31oi,11,68.82
buf,27,214.0
a21oi,43,215.2
and3,12,75.07
nor4,11,102.6
mux2i,87,870.8
nor2b,22,137.6
## how the worst max path moves through the flow
stage | slack [ns] | from | endpoint | depth (start not counted)
after CTS | 0.17 | addr[7] | cs_tm1638 | 5
final | 0.19 | addr[7] | cs_tm1638 | 5
after global routing | 0.12 | addr[7] | cs_tm1638 | 5
## critical path: cells and delay by family
kind                   cells  cell delay [ns]
buffers and inverters      2             0.85
and+or+nand+nor            3             0.88
## cell type report
type,count,area (sq um)
fillers,1966,10880
clock inverters,15,113.9
flip-flops and latches,160,3503
multi-input cells,665,4467
inverters,26,97.59
well taps,270,337.8
repair buffers,76,673.1
clock buffers,17,425.4
Power figures rest on the tool's default switching activity, not on a simulated workload.
